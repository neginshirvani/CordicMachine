==> flow/design.v <==
`timescale 1ns / 1ps
module Cordic(
	input clk, 
	input [12:0] x_0,
	input [12:0] y_0,
	input [12:0] z_0,
	output [12:0] x_N,
	output [12:0] y_N,
	output [12:0] z_N
);
	wire [12:0] x0, y0, z0;
	wire [12:0] x1, y1, z1;
	wire [12:0] x2, y2, z2;
	wire [12:0] x3, y3, z3;
	wire [12:0] x4, y4, z4;
	wire [12:0] x5, y5, z5;
	wire [12:0] x6, y6, z6;
	wire [12:0] x7, y7, z7;
	wire [12:0] x8, y8, z8;
	wire [12:0] x9, y9, z9;
	CordicMachine C1 (.clk(clk), .x_0(x_0), .y_0(y_0), .z_0(z_0), .stage(0), .x_N(x0), .y_N(y0), .z_N(z0));
	CordicMachine C2 (.clk(clk), .x_0(x0), .y_0(y0), .z_0(z0), .stage(1), .x_N(x1), .y_N(y1), .z_N(z1));
	CordicMachine C3 (.clk(clk), .x_0(x1), .y_0(y1), .z_0(z1), .stage(2), .x_N(x2), .y_N(y2), .z_N(z2));
	CordicMachine C4 (.clk(clk), .x_0(x2), .y_0(y2), .z_0(z2), .stage(3), .x_N(x3), .y_N(y3), .z_N(z3));
	CordicMachine C5 (.clk(clk), .x_0(x3), .y_0(y3), .z_0(z3), .stage(4), .x_N(x4), .y_N(y4), .z_N(z4));
	CordicMachine C6 (.clk(clk), .x_0(x4), .y_0(y4), .z_0(z4), .stage(5), .x_N(x5), .y_N(y5), .z_N(z5));
	CordicMachine C7 (.clk(clk), .x_0(x5), .y_0(y5), .z_0(z5), .stage(6), .x_N(x6), .y_N(y6), .z_N(z6));
	CordicMachine C8 (.clk(clk), .x_0(x6), .y_0(y6), .z_0(z6), .stage(7), .x_N(x7), .y_N(y7), .z_N(z7));
	CordicMachine C9 (.clk(clk), .x_0(x7), .y_0(y7), .z_0(z7), .stage(8), .x_N(x8), .y_N(y8), .z_N(z8));
	CordicMachine C10 (.clk(clk), .x_0(x8), .y_0(y8), .z_0(z8), .stage(9), .x_N(x9), .y_N(y9), .z_N(z9));
	assign x_N = x9;
	assign y_N = y9;
	assign z_N = z9;
endmodule
`timescale 1ns / 1ps
module CordicMachine(
	input clk,
	input [12:0] x_0,
	input [12:0] y_0,
	input [12:0] z_0,
	input [31:0] stage,
	output reg [12:0] x_N,
	output reg [12:0] y_N,
	output reg [12:0] z_N
);
	reg [12:0] arctan [12:0];
	initial begin
	arctan[0] = 13'b0101101000000;
	arctan[1] = 13'b0011010100100;
	arctan[2] = 13'b0001110000010;
	arctan[3] = 13'b0000111001000;
	arctan[4] = 13'b0000011100100;
	arctan[5] = 13'b0000001110010;
	arctan[6] = 13'b0000000111001;
	arctan[7] = 13'b0000000011100;
	arctan[8] = 13'b0000000001110;
	arctan[9] = 13'b0000000000111;
	arctan[10] = 13'b0000000000011;
	arctan[11] = 13'b0000000000001;
	arctan[12] = 13'b0000000000000;
	end
	always @(posedge clk) begin
		if (stage != 10) begin
			x_N <= z_0 ? x_0 + (y_0 >>> stage) : x_0 - (y_0 >>> stage);
			y_N <= z_0 ? y_0 + (x_0 >>> stage) : y_0 - (x_0 >>> stage);
			z_N <= z_0 ? z_0 + arctan[stage] : z_0 - arctan[stage];
		end
	end
endmodule
==> flow/run.sh <==
#!/bin/bash
# OpenROAD 26Q1-2900-gdf79404cd8, Yosys 0.63+post, stock flow scripts
make -C /OpenROAD-flow-scripts/flow DESIGN_CONFIG=/design/flow/config.mk WORK_HOME=/design/flow/orfs finish
==> flow/config.mk <==
export PLATFORM = sky130hd
export DESIGN_NAME = Cordic
export DESIGN_NICKNAME = Cordic
export VERILOG_FILES = /design/flow/design.v
export SDC_FILE = /design/flow/constraint.sdc
export NUM_CORES = 4
export LEC_CHECK = 1
export CORE_UTILIZATION = 40
==> flow/constraint.sdc <==
current_design Cordic

set clk_period 8.5
set clk_io_pct 0.2

create_clock -name clk0 -period $clk_period [get_ports {clk}]

set non_clock_inputs [all_inputs -no_clocks]
set_input_delay [expr $clk_period * $clk_io_pct] -clock clk0 $non_clock_inputs
set_output_delay [expr $clk_period * $clk_io_pct] -clock clk0 [all_outputs]
==> flow_summary.toml <==
# flow metrics
[finish]
layout_top_cells = "dfxtp_1, ha_1, xnor2_1, nor2_1, a21oi_1"
lay_top_count = "dfxtp_1"
syn_to_final_growth_pct = 12.65
drive_gt1_frac = 0.03949
utilization = 0.4559

[clock_tree]
cts_inserted_buffers = 46
post_cts_buffers = 0
clk_latency_ns = 0.59
clk_pin_slew_ns = 0.05
htreeDepth = 2
cts_root_buf = "clkbuf_16"
tritoncts = "yes"
ctsLongestPathBuffers = 3
cts_resized = 0
cts_sinks = 389
postCtsHoldBufs = 0

[floorplan]
die-area_sq_um = 66250
core-area_sq_um = 64460
die_h_um = 257.4
rows = 93
initCoreUtil = 0.4047
ioPinCount = 79
die_w_um = 257.4

[timing]
slew_headroom = 0.4481
post-route-min-period_ns = 4.355
finalWorstSetupSlack_ns = 4.145
hold_ws_ns = 0.3551
drv_slew = 0
period_used_share = 0.5123
max_freq_ghz = 0.2296
hold_viol = 0
worst_clock_skew_ns = 0.01703
final.setup.tns_ns = 0
setup_viol_count_final = 0
tightest_slew_ns = 0.8260
rsz0062_at_grt = "no"

[setup_path]
slowest_stage = "inv_1"
critPathMaxStageDelay_ns = 0.84
cp_cell_sequence = "nor4_1 -> nand4_1 -> inv_1 -> o31ai_1 -> xnor2_1 -> ha_1 -> o21ai_0 -> inv_1 -> a2111oi_0 -> nor2_1 -> a21oi_1 -> xnor2_1"
rrSetupSlack_ns = 4.15
crit_path_start_kind = "flop"
cp.arrival_ns = 4.86
r2r_start = "C4.z_N[12]$_DFF_P_"
critPathKind = "flop to flop"
rr_worst_depth = 12
endpoint_kind = "flop"
cp_data_required_time_ns = 9.01
crit_fanout = 22
r2r_end = "C5.x_N[11]$_DFF_P_"

[synthesis]
avgSynthCellArea_sq_um = 8.668
ys_ff = 389
edf_count = 0
ys_seq_frac = 0.2985
netlist_area_sq_um = 26090
ys_cells = 3010
yosysChipArea_sq_um = 26090
synth_top_flop_cell = "dfxtp_1"
synthDistinctLibCells = 75
yosys_warnings = 1
synthCells = 3010
async_flop_share = 0

[route]
dr_total_vias = 20360
drt-pass1-iter-count = 5
wirelength_um = 54370
antenna_cells = 0
route.detailed.drc = 0
drtIter0Drc = 1003
ant_nets = 0
wl_per_cell_um = 13.61
viasPerCell = 5.096

[min_path]
whs_path_depth = 0
hp-start = "C1.z_N[1]$_DFF_P_"
hp-class = "flop to flop"
min_to = "C2.z_N[1]$_DFF_P_"

[placement]
place_ws_ns = 3.952
dp.final_hpwl_um = 43090
numPortBuffers = 78
gp_congestion = 0.8963

[global_route]
grt_overflow = 0
grt_max_degree = 33
grt_use_total = 0.1706
grt_pass1_vias = 19700
grt_pass1_wl_um = 93140
grt_antenna_before_repair = 0

[power_and_ir_drop]
leakage_nw = 13.08
p_per_area_nw_per_um2 = 410.2
vdd_drop_max_v = 0.0001588

[run_status]
status = "finished, final reports clean"

[flow_run]
log.warning_count = 56
cap_violations = 0
[worst max-delay path by stage]
stage | from | to | slack [ns] | depth (start not counted)
global route | C4.z_N[12]$_DFF_P_ | C5.x_N[11]$_DFF_P_ | 3.67 | 12
finish | C4.z_N[12]$_DFF_P_ | C5.x_N[11]$_DFF_P_ | 4.15 | 12
CTS | C4.z_N[12]$_DFF_P_ | C5.x_N[11]$_DFF_P_ | 4.17 | 12
[synth_stat cells (all sizes together), types with 36 or more instances]
cell type / instances / area (sq um)
xor2: 114 / 998.5
o31ai: 36 / 270.3
ha: 364 / 4554
nor2: 271 / 1020
o21ai: 162 / 810.8
nor3: 82 / 415.4
a21o: 48 / 360.4
nand2: 157 / 589.3
inv: 234 / 878.3
nand2b: 41 / 256.5
a211oi: 46 / 345.3
dfxtp: 389 / 7787
a21oi: 263 / 1320
nor4: 42 / 269.0
nand3: 37 / 185.2
xnor2: 274 / 2400
o21a: 51 / 382.9
[area by class of cell]
type / instances / area (sq um)
sequential: 389 / 7787
tap: 855 / 1070
clock buffer: 68 / 1354
timing repair buffer: 86 / 840.8
inverter: 237 / 889.6
fill: 6204 / 35070
clock inverter: 15 / 196.4
multi-input combinational: 2345 / 17250
[logic make-up (layout without fill, tap and decap cells)]
group | count (synthesis) | in the layout | share of synthesized area
DFF | 389 | 389 | 0.2985
muxes | 9 | 9 | 0.003453
xor gates and xnor gates | 388 | 388 | 0.1302
and+or+nand+nor | 761 | 761 | 0.1393
AOI/OAI and AO/OA | 797 | 797 | 0.1938
buffers and inverters | 276 | 406 | 0.04023
adders and majority gates | 390 | 390 | 0.1945
[report_power, final]
part / switching [mW] / internal, mW / total (mW)
logic: 3.41 / 3.13 / 6.53
registers: 0.774 / 2.78 / 3.55
clock network: 0.773 / 1.20 / 1.97
total: 4.96 / 7.10 / 12.1
[per-layer routing]
metal  share of wire  global-route usage
met2            0.48              0.2942
met3           0.033             0.01850
met4           0.025             0.03665
met5               0                   0
met1            0.47              0.2331
[stage by stage]
stage          cells  total power, mW  instance area, sq um
2_1_floorplan   3010            8.547                 26090
3_3_place_gp    3912            10.12                 27840
3_5_place_dp    3912            10.10                 27840
4_1_cts         3995            12.18                 29390
5_1_grt         3995            13.26                 29390
6_report        3995            12.06                 29390
[critical path: cells and delay by family, from the launching register on]
kind / cells / cell delay [ns]
AND-OR/OR-AND: 4 / 1.29
AND/OR/NAND/NOR: 3 / 1.12
buffers and inverters: 2 / 0.93
adder cells (fa/ha/maj): 1 / 0.32
flip-flops: 1 / 0.31
XOR/XNOR: 2 / 0.30
Power is estimated from default activity; no workload was simulated.
